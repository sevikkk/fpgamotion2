## /design/flow/run.sh

```bash
#!/bin/bash
# OpenROAD 26Q1-2900-gdf79404cd8, Yosys 0.63+post, stock flow scripts
make -C /OpenROAD-flow-scripts/flow DESIGN_CONFIG=/design/flow/config.mk WORK_HOME=/design/flow/orfs finish
```

## /design/flow/config.mk

```make
export PLATFORM = sky130hd
export DESIGN_NAME = dda
export DESIGN_NICKNAME = dda
export VERILOG_FILES = /design/flow/design.v
export SDC_FILE = /design/flow/constraint.sdc
export NUM_CORES = 4
export LEC_CHECK = 1
export CORE_UTILIZATION = 50
```

## /design/flow/constraint.sdc

```tcl
current_design dda

set clk_period 9.3
set clk_io_pct 0.2

create_clock -name clk0 -period $clk_period [get_ports {clk}]

set non_clock_inputs [all_inputs -no_clocks]
set_input_delay [expr $clk_period * $clk_io_pct] -clock clk0 $non_clock_inputs
set_output_delay [expr $clk_period * $clk_io_pct] -clock clk0 [all_outputs]
```

## /design/flow/design.v

```verilog
`timescale 1ns / 1ps
module dda(
    input clk,
    input reset,
    input [31:0] target_time,
    input signed [31:0] target_position,
    input signed [31:0] target_velocity,
    input relative,
    input start,
    input signed [31:0] position,
    output reg signed [31:0] velocity,
    output reg done,
    output reg signed [31:0] end_position,
    output reg signed [31:0] end_velocity,
    output reg [31:0] divident,
    output reg [31:0] divisor,
    output reg start_divide,
    input [63:0] quotinent,
    input divide_done
);
reg [5:0] state;
reg direction;
reg signed [32:0] remaining_time;
reg [16:0] timer;
reg signed [31:0] orig_target;
reg restart;
reg [5:0] next_state;
reg next_direction;
reg signed [32:0] next_remaining_time;
reg [16:0] next_timer;
reg signed [31:0] next_orig_target;
reg next_restart;
reg next_done;
reg [31:0] next_divisor;
reg [31:0] next_divident;
reg [31:0] next_start_divide;
reg recalc;
reg next_recalc;
reg signed [31:0] next_velocity;
always @(reset or target_position or target_time or start or position or quotinent or divide_done or state or remaining_time or direction or velocity or timer or relative or restart or recalc)
	begin
            next_state <= state;
            next_direction <= 0;
            next_divisor <= 0;
            next_divident <= 0;
            next_start_divide <= 0;
            next_velocity <= velocity;
            next_remaining_time <= remaining_time - 1;
            next_timer <= timer;
            next_direction <= direction;
            next_done <= done;
				next_restart <= restart;
				next_recalc <= 0;
            if (reset)
                begin
                    next_state <= 0;
                    next_remaining_time <= 0;
                    next_velocity <= 0;
                    next_direction <= 0;
						  next_timer <= 0;
						  next_orig_target <= 0;
						  next_restart <= 0;
						  next_done <= 0;
                end
            else
						case (state)
							0: 
								begin
									if (start || restart || recalc) 
										begin
											if (relative && (start || restart))
												begin
													next_orig_target <= position + target_position;
													next_divisor <= target_time;
													next_remaining_time <= {1'b0, target_time};
													if (target_position > 0) 
														begin
															next_direction <= 0;
															next_divident <= target_position;
														end
													else
														begin
															next_direction <= 1;
															next_divident <= -target_position;
														end
												end
											else if (start || restart)
												begin
													next_orig_target <= target_position;
													next_divisor <= target_time;
													next_remaining_time <= {1'b0, target_time};
													if (target_position > position) 
														begin
															next_direction <= 0;
															next_divident <= target_position - position;
														end
													else
														begin
															next_direction <= 1;
															next_divident <= position - target_position;
														end
												end
											else
												begin
													next_divisor <= remaining_time[31:0];
													if (orig_target > position) 
														begin
															next_direction <= 0;
															next_divident <= orig_target - position;
														end
													else
														begin
															next_direction <= 1;
															next_divident <= position - orig_target;
														end
												end
											next_start_divide <= 1;
											next_state <= 1;
											next_restart <= 0;
											next_done <= 0;
										end
									else
										begin
											next_remaining_time <= 0;
											if (timer == 1)
												begin
													next_velocity <= 0;
												end
											if (timer != 0)
												begin
													next_timer <= timer - 1;
												end
										end
								end
                    1:
								begin
									if (start)
										begin
											next_restart <= 1;
											next_state <= 0;
											next_done <= 1;
										end
									else
										next_state <= 2;
								end
                    2:
								begin
									if (start)
										begin
											next_restart <= 1;
											next_state <= 0;
											next_done <= 1;
										end
									else
										if (divide_done)
											begin
												if (~direction)
													begin
														next_velocity <= {1'b0 , quotinent[31:1]};
													end
												else
													begin
														next_velocity <= -{1'b0 , quotinent[31:1]};
													end
												next_state <= 3;
												next_timer <= 5000;
											end
								end
                    3:
								begin
									if (start)
										begin
											next_restart <= 1;
											next_state <= 0;
											next_done <= 1;
										end
									else
										if (remaining_time[32] == 1)
											begin
												next_state <= 0;
												next_done <= 1;
												next_timer <= 1000;  
											end
										else
											begin
												next_timer <= timer - 1;
												if (timer == 0)
													begin
														next_recalc <= 1;
														next_state <= 0;
													end
											end
								end
						endcase
	end
always @(posedge clk)
	begin
            state <= next_state;
            done <= next_done;
            velocity <= next_velocity;
            direction <= next_direction;
            remaining_time <= next_remaining_time;
            divisor <= next_divisor;
            divident <= next_divident;
            start_divide <= next_start_divide;
            timer <= next_timer;
            orig_target <= next_orig_target;
				restart <= next_restart;
				recalc <= next_recalc;
            end_position <= next_orig_target;
            end_velocity <= next_velocity;
	end
endmodule
```

==> job_summary.md <==
## Synthesis and layout report

| Metric | Value |
|---|---|
| Global Route Usage Sum | `around 36%` |
| Startpoint Class | `input pin` |
| Design area | `0.0213 mm²` |
| P_leak | `~8.7 nW` |
| RSZ-0062 raised after global routing | `no` |
| Xor/xnor share | `about 8.0%` |
| Cells on worst reg2reg path | `11` |
| Vias per cell | `a little over 6` |
| Main logic family | `AND-OR/OR-AND gates` |
| Worst-Margin Slew | `roughly 0.86 ns` |
| Boundary pin count | `about 360` |
| DRC viols | `0` |
| Vias in the first global route | `around 17,000` |
| Largest net degree at the start of global routing | `about 62` |
| Adder share | `between 10% and 20%` |
| CTS root buffer | `clkbuf_16` |
| Register pins left without a clock | `32` |
| Initial antenna violation count | `0` |
| CTS tree | `built` |
| Clock Pin Slew Worst Setup and Hold Paths | `0.08 ns` |
| Max Cap Violations | `0` |
| Tmin final | `around 6.3 ns` |
| Core area | `0.0348 mm²` |
| Detail Route Antenna Nets | `0` |
| Final Core Density | `between 60 and 70%` |
| Worst EP required | `roughly 9.6 ns` |
| Htree depth | `4` |
| Power Dens Cells | `approximately 140 mW/mm²` |
| Post-synth ARST share | `0%` |
| Log Warnings | `around 190` |
| First-pass GRT wire length | `approximately 98,000 µm` |
| Max_slew headroom | `a little over two fifths` |
| Netlist cell types | `100` |
| Setup WS post-layout | `approximately 3 ns` |
| Max Fclk | `around 0.16 GHz` |
| Postcts setup bufs | `0` |
| FF-to-FF Start | `orig_target[27]` |
| Fin Hold WS | `approximately 0.48 ns` |
| Yosys reg bits | `~220` |
| Layout cells sized above 1 | `4.44%` |
| Number of cells in Yosys stat | `~2,400` |
| DP Area | `a little over 0.02 mm²` |
| Hold path depth | `2` |
| Num rows | `about 68` |
| VDD IR max | `about 0.0002 V` |
| Critical Path AT | `approximately 6.6 ns` |
| Remaining Overflow, GRT | `0` |
| DR iter-0 viols | `between 1,000 and 1,500` |
| Hold buffers post-CTS | `0` |
| Final Instance Count excl. Fillers | `3,000` |
| Critical Path Fanout Max | `16` |
| Period Utilization, post-route | `about two thirds` |
| Status | `completed` |
| Fp_density | `between 50% and 60%` |
| Reg-to-reg critical path endpoint | `divident[8]` |
| Cell Chain, Critical Path | `clkdlybuf4s50_1 > inv_1 > ha_1 > nand4_1 > nor4_2 > o21ai_1 > o211a_1 > o211a_4 > nor2_4 > mux2_4 > a221oi_2 > mux2_1 > a31oi_1` |
| Ao+oa area frac | `27.6%` |
| Total wire length | `65,200 µm` |
| Gate Count Post-Synth | `2,358` |
| Mapped Area | `between 0.015 and 0.02 mm²` |
| And+or+nand+nor area frac | `between 10% and 20%` |
| Reg-to-reg slack, setup | `about 5.0 ns` |
| Worst Hold Class | `reg2reg` |
| PostCTS Resize Cnt | `0` |
| WL/cell | `between 20 and 25 µm` |
| CP Capture Type | `flop` |
| Hold_sp | `timer[12]` |
| Layout area overhead | `19.6%` |
| Worst path max stage delay | `between 0.7 and 0.8 ns` |
| DP HPWL | `between 50,000 and 60,000 µm` |
| Die height | `191 µm` |
| Slew Viols, Final | `0` |
| Die area | `roughly 0.036 mm²` |
| RePlAce Congestion | `about 1.0` |
| Hold Crit Endpoint | `timer[12]` |
| Via count | `18,300` |
| TNS Setup | `0 ns` |
| CTS buffer count | `17` |
| Mux cell area share | `under 10%` |
| Cell Count Post-Placement | `2,968` |
| Crit-path slowest cell | `ha_1` |
| Final count of negative-setup-slack endpoints | `0` |
| Syn Area/Cell | `~7.6 µm²` |
| Antenna cell count | `0` |
| Insertion Delay late pin | `0.46 ns` |
| Drt pass-1 iters | `7` |
| Die width | `roughly 190 µm` |
| Yosys stat area | `~0.018 mm²` |
| Total Power | `2.92 mW` |
| Endpoints left unconstrained | `between 60 and 70` |
| Clock tree buffer depth | `2` |
| Final hold vios | `0` |
| Worst Skew | `around 0.021 ns` |
| Yosys warning total | `1` |
| Type of the worst setup path | `in2reg` |
| PortBufs | `about 300` |
| Pre-CTS setup slack | `about 2.7 ns` |
| Post-synth EDFFs | `0` |
| Most used flip-flop cell | `dfxtp_1` |
-- registers in the layout, indices dropped and copies added (netlist names) --
| name | flops |
|---|---|
| next_orig_target | 32 |
| start_divide | 1 |
| done | 1 |
| orig_target | 32 |
| restart | 1 |
| direction | 1 |
| state | 4 |
| divident | 32 |
| remaining_time | 33 |
| end_velocity | 32 |
| recalc | 1 |
| timer | 17 |
| divisor | 32 |
-- power by group --
group	leakage [nW]	total (mW)	switching, mW	internal [mW]
combinational	6.58	1.23	0.726	0.503
clock	0.285	0.740	0.377	0.363
sequential	1.78	0.952	0.0654	0.887
total	8.65	2.92	1.17	1.75
-- critical path, delay by kind of cell --
kind	cells	cell delay, ns
AND-OR/OR-AND	5	1.23
adder cells (fa/ha/maj)	1	0.72
buffers and inverters	2	0.72
multiplexers	2	0.72
AND/OR/NAND/NOR	3	1.37
-- layout make-up --
cell class                 count  area, µm²
clock inverter                15        175
sequential                   219       4220
inverter                     151        568
fill                        2994      13500
multi-input combinational   1829      12300
clock buffer                  17        425
tap                          455        569
timing repair buffer         314       3090
-- layout by cell type, fill, tap and decap left out, drive strengths merged, types with 18 or more instances in the layout --
master         Yosys  final
o21bai            25     25
o211ai            26     26
clkdlybuf4s50      0    292
buf               80     22
a22oi             35     35
nor4              25     25
nor2             199    199
ha               162    162
nand4             24     24
xnor2            127    127
o21ai            153    153
or3               27     27
o31ai             29     29
inv              150    156
dfxtp            187    187
nand2b            18     18
mux2i             27     27
a211oi            41     41
nand2            228    228
a21oi            223    223
a31oi             19     19
a21o              53     53
xor2              35     35
o21a              18     18
nand3             36     36
nor3              54     54
o22ai             22     22
dlxtn             32     32
-- Yosys cell counts, types with 19 or more instances --
cell type	instances	area (µm²)
o21ai_0	140	701
buf_2	26	130
o31ai_1	29	218
inv_1	147	552
a22oi_1	34	255
nor2_1	197	739
nand4_1	23	144
a21o_1	53	398
xnor2_1	127	1110
a211oi_1	41	308
nand3_1	36	180
or3_1	27	169
a31oi_1	19	119
dfxtp_1	187	3740
ha_1	162	2030
o22ai_1	22	138
mux2i_1	27	270
a21oi_1	222	1110
xor2_1	35	307
dlxtn_1	32	480
nor4_1	23	144
o21bai_1	25	188
o211ai_1	25	188
nor3_1	53	265
nand2_1	227	852
clkbuf_1	79	297
buf_4	37	278
-- worst max-delay path by stage --
stage,start,slack [ns],endpoint,depth (start not counted)
after global routing,target_position[25],2.93,divident[23],13
after CTS,target_position[15],3.15,divident[20],13
final,target_position[22],3.00,divident[20],13
-- kinds of logic after synthesis --
group	Yosys count
compound gates	755
xor+xnor	162
fa+ha+maj	167
buf+inv	310
flops	187
latches	32
mux	36
simple gates	709
-- routing by layer --
layer	part of all wire, %	vias to the layer above	GRT usage [%]
li1	-	8730	-
met1	45	8573	54.4
met2	43	877	53.1
met3	10	95	8.49
met4	2.3	0	7.35
met5	0	-	0
No activity file was given, so power comes from the tool's default toggle rates.
