[flow/config.mk]
export PLATFORM = sky130hd
export DESIGN_NAME = memory_maped_if
export DESIGN_NICKNAME = memory_maped_if
export VERILOG_FILES = /design/flow/design.v
export SDC_FILE = /design/flow/constraint.sdc
export NUM_CORES = 4
export LEC_CHECK = 1
export CORE_UTILIZATION = 30
[flow/constraint.sdc]
current_design memory_maped_if

set clk_period 22.2
set clk_io_pct 0.2

create_clock -name clk0 -period $clk_period [get_ports {clk}]

set non_clock_inputs [all_inputs -no_clocks]
set_input_delay [expr $clk_period * $clk_io_pct] -clock clk0 $non_clock_inputs
set_output_delay [expr $clk_period * $clk_io_pct] -clock clk0 [all_outputs]
[flow/design.v]
`timescale 1ns / 1ps
module memory_maped_if(
	    input clk,
	    input reset,
            input [7:0] cpu_data_in,
            output reg [7:0] cpu_data_out,
            input [7:0] cpu_addr,
            input rd,
            input wr,
            output [31:0] data_out1,
            output [31:0] data_out2,
            output reg set0,
            output reg set1,
            output reg set2,
            output reg set3,
            output reg set4,
            output reg set5,
            output reg set6,
            output reg set7,
            output reg set8,
            output reg set9,
            output reg set10,
            output reg set11,
            output reg set12,
            output reg set13,
            output reg set14,
            output reg set15,
            output reg set16,
            output reg set17,
            output reg set18,
            output reg set19,
            output reg set20,
            output reg set21,
            output reg set22,
            output reg set23,
            output reg set24,
            output reg set25,
            output reg set26,
            output reg set27,
            output reg set28,
            output reg set29,
            output reg set30,
            output reg set31,
            input [31:0] input0,
            input [31:0] input1,
            input [31:0] input2,
            input [31:0] input3,
            input [31:0] input4,
            input [31:0] input5,
            input [31:0] input6,
            input [31:0] input7,
            input [31:0] input8,
            input [31:0] input9,
            input [31:0] input10,
            input [31:0] input11,
            input [31:0] input12,
            input [31:0] input13,
            input [31:0] input14,
            input [31:0] input15,
            input [31:0] input16,
            input [31:0] input17,
            input [31:0] input18,
            input [31:0] input19,
            input [31:0] input20,
            input [31:0] input21,
            input [31:0] input22,
            input [31:0] input23,
            input [31:0] input24,
            input [31:0] input25,
            input [31:0] input26,
            input [31:0] input27,
            input [31:0] input28,
            input [31:0] input29,
            input [31:0] input30,
            input [31:0] input31,
            input [7:0] misc_in0,
            input [7:0] misc_in1,
            input [7:0] misc_in2,
            input [7:0] misc_in3,
            output reg [7:0] misc_out0,
            output reg [7:0] misc_out1,
            output reg [7:0] misc_out2,
            output reg [7:0] misc_out3
    );
reg [31:0] regfile[0:31];
reg [4:0] out1_select;
reg [4:0] out2_select;
reg [4:0] in_select;
reg [31:0] in_reg;
assign data_out1 = regfile[out1_select];
assign data_out2 = regfile[out2_select];
always @(in_select 
    or input0 or input1 or input2 or input3 or input4 or input5 or input6 or input7 or input8 or input9
    or input10 or input11 or input12 or input13 or input14 or input15 or input16 or input17 or input18 or input19
    or input20 or input21 or input22 or input23 or input24 or input25 or input26 or input27 or input28 or input29
    or input30 or input31)
    begin
        case (in_select)
            0: in_reg <= input0;
            1: in_reg <= input1;
            2: in_reg <= input2;
            3: in_reg <= input3;
            4: in_reg <= input4;
            5: in_reg <= input5;
            6: in_reg <= input6;
            7: in_reg <= input7;
            8: in_reg <= input8;
            9: in_reg <= input9;
            10: in_reg <= input10;
            11: in_reg <= input11;
            12: in_reg <= input12;
            13: in_reg <= input13;
            14: in_reg <= input14;
            15: in_reg <= input15;
            16: in_reg <= input16;
            17: in_reg <= input17;
            18: in_reg <= input18;
            19: in_reg <= input19;
            20: in_reg <= input20;
            21: in_reg <= input21;
            22: in_reg <= input22;
            23: in_reg <= input23;
            24: in_reg <= input24;
            25: in_reg <= input25;
            26: in_reg <= input26;
            27: in_reg <= input27;
            28: in_reg <= input28;
            29: in_reg <= input29;
            30: in_reg <= input30;
            31: in_reg <= input31;
        endcase
    end
always @(posedge clk)
	begin
            set0 <= 0;
            set1 <= 0;
            set2 <= 0;
            set3 <= 0;
            set4 <= 0;
            set5 <= 0;
            set6 <= 0;
            set7 <= 0;
            set8 <= 0;
            set9 <= 0;
            set10 <= 0;
            set11 <= 0;
            set12 <= 0;
            set13 <= 0;
            set14 <= 0;
            set15 <= 0;
            set16 <= 0;
            set17 <= 0;
            set18 <= 0;
            set19 <= 0;
            set20 <= 0;
            set21 <= 0;
            set22 <= 0;
            set23 <= 0;
            set24 <= 0;
            set25 <= 0;
            set26 <= 0;
            set27 <= 0;
            set28 <= 0;
            set29 <= 0;
            set30 <= 0;
            set31 <= 0;
				if (reset)
					begin
						misc_out0 <= 0;
						misc_out1 <= 0;
						misc_out2 <= 0;
						misc_out3 <= 0;
						out1_select <= 0;
						out2_select <= 0;
						in_select <= 0;
					end
            else if (cpu_addr[7] == 1)
                begin
                    if (rd)
                        begin
                            case (cpu_addr[1:0])
                                0: cpu_data_out <= regfile[cpu_addr[6:2]][7:0];
                                1: cpu_data_out <= regfile[cpu_addr[6:2]][15:8];
                                2: cpu_data_out <= regfile[cpu_addr[6:2]][23:16];
                                3: cpu_data_out <= regfile[cpu_addr[6:2]][31:24];
                            endcase
                        end
                    if (wr)
                        begin
                            case (cpu_addr[1:0])
                                0: regfile[cpu_addr[6:2]][7:0] <= cpu_data_in;
                                1: regfile[cpu_addr[6:2]][15:8] <= cpu_data_in;
                                2: regfile[cpu_addr[6:2]][23:16] <= cpu_data_in;
                                3: regfile[cpu_addr[6:2]][31:24] <= cpu_data_in;
                            endcase
                        end
                end
            else
                begin
                    if (rd)
                        case (cpu_addr[6:0])
                            0: cpu_data_out <= {3'b0, out1_select};
                            1: cpu_data_out <= {3'b0, out2_select};
                            2: cpu_data_out <= {3'b0, in_select};
									 3: cpu_data_out <= 0;
									 4: cpu_data_out <= 0;
									 5: cpu_data_out <= 0;
									 6: cpu_data_out <= 0;
									 7: cpu_data_out <= 0;
									 8: cpu_data_out <= misc_in0;
                            9: cpu_data_out <= misc_in1;
                           10: cpu_data_out <= misc_in2;
                           11: cpu_data_out <= misc_in3;
                           12: cpu_data_out <= misc_out0;
                           13: cpu_data_out <= misc_out1;
                           14: cpu_data_out <= misc_out2;
                           15: cpu_data_out <= misc_out3;
                        endcase
                    if (wr)
                        case (cpu_addr[6:0])
                            0: out1_select <= cpu_data_in[4:0];
                            1: out2_select <= cpu_data_in[4:0];
                            2: in_select <= cpu_data_in[4:0];
                            3: begin
                                case (cpu_data_in[4:0])
                                    0: set0 <= 1;
                                    1: set1 <= 1;
                                    2: set2 <= 1;
                                    3: set3 <= 1;
                                    4: set4 <= 1;
                                    5: set5 <= 1;
                                    6: set6 <= 1;
                                    7: set7 <= 1;
                                    8: set8 <= 1;
                                    9: set9 <= 1;
                                    10: set10 <= 1;
                                    11: set11 <= 1;
                                    12: set12 <= 1;
                                    13: set13 <= 1;
                                    14: set14 <= 1;
                                    15: set15 <= 1;
                                    16: set16 <= 1;
                                    17: set17 <= 1;
                                    18: set18 <= 1;
                                    19: set19 <= 1;
                                    20: set20 <= 1;
                                    21: set21 <= 1;
                                    22: set22 <= 1;
                                    23: set23 <= 1;
                                    24: set24 <= 1;
                                    25: set25 <= 1;
                                    26: set26 <= 1;
                                    27: set27 <= 1;
                                    28: set28 <= 1;
                                    29: set29 <= 1;
                                    30: set30 <= 1;
                                    31: set31 <= 1;
                                endcase
                            end
									 4: regfile[cpu_data_in[4:0]] <= in_reg;
                           12: misc_out0 <= cpu_data_in;
                           13: misc_out1 <= cpu_data_in;
                           14: misc_out2 <= cpu_data_in;
                           15: misc_out3 <= cpu_data_in;
                        endcase
                end
	end
endmodule
[flow/run.sh]
#!/bin/bash
# OpenROAD 26Q1-2900-gdf79404cd8, Yosys 0.63+post, stock flow scripts
make -C /OpenROAD-flow-scripts/flow DESIGN_CONFIG=/design/flow/config.mk WORK_HOME=/design/flow/orfs finish
==> flow_metrics.py <==
# Synthesis and PnR figures
metrics = {
    "placed_design": {
        "place_hpwl_um": 387900,
        "place_area_mm2": 0.08304,
        "io_buffers": 1211,
        "routabilityCongestion": 1.106,
        "place_inst": 8146,
    },
    "power_and_ir_drop": {
        "vdd_drop_max_mv": 0.06339,
        "powerDensity_mw_per_mm2": 54.62,
        "combinationalPowerShare": 0.101,
        "power_frac_seq": 0.478,
        "power_frac_clock": 0.421,
        "p_int_uw": 3653,
        "power.leakage_uw": 0.02958,
        "swShare": 0.2355,
        "power_switching_uw": 1126,
    },
    "critical_path": {
        "critPathCaptureType": "output port",
        "worstPathArrival_ns": 5.35,
        "crit_fanout": 65,
        "required_ns": 17.76,
        "path_class": "reg2out",
        "crit_path_start_kind": "register",
    },
    "route": {
        "via_per_inst": 6.300,
        "drt_iter0_markers": 5547,
        "route.vias.total": 54240,
        "dr.pass1.iters": 6,
        "postRouteAntennaNets": 0,
        "wl_per_cell_um": 56.58,
        "wirelength_um": 487100,
        "drc": 0,
    },
    "floorplanning": {
        "num_io_pins": 1212,
        "die_x_um": 470.8,
        "die_h_um": 470.8,
        "core_mm2": 0.2178,
        "rows": 171,
        "fp-utilization": 0.3027,
        "dieArea_mm2": 0.2216,
    },
    "yosys": {
        "yosys_area_mm2": 0.06592,
        "yosys_warnings": 1,
        "edf_count": 1032,
        "ys.flops": 1121,
        "top_area_frac": 0.4701,
        "synth_xor_xnor_area_share": 0,
        "synth_adder_area_share": 0,
        "yosysTopAreaCell": "edfxtp_1",
        "mux_area_frac": 0.3428,
        "yosysSeqAreaShare": 0.4971,
        "syn_area_per_cell_um2": 16.10,
        "syn-instance-count": 4094,
        "yosys_most_used_dff": "edfxtp_1",
        "yosys-top-cells-area": "edfxtp_1 (47%), mux4_2 (31%), a22oi_1 (5.8%), dfxtp_1 (2.7%), nand2_1 (1.6%)",
        "ys_types": 65,
        "async_reset_ff_frac": 0,
        "compound_area_frac": 0.08116,
        "synth_area_mm2": 0.06592,
        "yosysCellCount": 4094,
        "topCombFamilyByArea": "multiplexers",
        "synth.cellmix.simpleShare": 0.05066,
    },
    "sta": {
        "finalSetupTns_ns": 0,
        "grt_setup_unrepaired": "no",
        "fin_hold_ws_ns": 0.4698,
        "clock-skew-final_ns": 0.02409,
        "worst_pin_slew_ns": 1.313,
        "finalSetupViolCount": 0,
        "hold_viol": 0,
        "fin_crit_ns": 9.786,
        "fmax_mhz": 102.2,
        "slew_headroom": 0.1244,
        "finalClockPeriodUsage": 0.4408,
        "final_max_slew_viol_count": 0,
    },
    "finish": {
        "regArea_mm2": 0.03280,
        "final_cell_mix": "clkdlybuf4s50_1 (1,199), edfxtp_1 (1,032), mux4_2 (922)",
        "drive_gt1_frac": 0.3043,
        "finalNonFillerCells": 8609,
        "logic_area_mm2": 0.03164,
        "layout.cells.most_common": "clkdlybuf4s50_1",
        "n_fill_cell": 19910,
        "syn2layout_area_growth_pct": 32.72,
        "fin_area_mm2": 0.08749,
    },
    "clock_tree": {
        "cts_setup_buffers": 0,
        "cts_buffer_depth": 3,
        "cts.repair.resized": 0,
        "cts-htree-levels": 3,
        "cts_hold_buffers": 0,
        "clk_latency_ns": 0.76,
        "cts_tree": "built",
        "cts-buffers-inserted": 109,
        "clock-sinks": 1121,
        "cts_root_buffer": "clkbuf_16",
        "path_clk_slew_ns": 0.07,
    },
    "job": {
        "warnings": 33,
        "cap_violations": 0,
    },
    "global_route": {
        "globalRouteOverflowTotal": 0,
        "first_global_vias": 55250,
        "grt_pass1_wl_um": 610600,
        "antenna_found_initial": 283,
        "grt_max_degree": 107,
        "track_usage": 0.4706,
    },
    "min_path": {
        "hold_path_class": "reg2reg",
    },
    "status": {
        "status": "complete, no violations",
    },
}
[layout make-up]
class	instances	area share
diodes	261	0.007465
clock buffers	132	0.03419
clock inverters	70	0.009224
inverters	3	0.0001430
multi-input cells	2575	0.3617
flip-flops and latches	1121	0.3749
well taps	2854	0.04082
repair buffers	1593	0.1716
[cells in the mapped netlist (9+ instances only)]
master	count
nor2_1	253
mux4_1	12
buf_2	94
nand2b_1	13
mux2_2	79
nor4b_1	9
buf_4	19
nor2b_1	18
nor4_1	34
mux4_2	922
mux2i_1	60
a211oi_1	9
a221oi_1	10
buf_1	22
edfxtp_1	1032
a22oi_1	507
o21ai_1	13
a21oi_1	94
buf_6	12
a21o_1	21
a22o_1	9
nand3b_1	10
nand2_1	281
clkbuf_1	237
nand4_1	37
nand3_1	27
o21ai_0	48
dfxtp_1	89
nor3_1	33
[power by group through the flow]
stage	Sequential (uW)	Combinational [uW]	Clock (uW)
global route	2280	481	2100
finish	2290	481	2010
CTS	2290	461	2030
[logic make-up after synthesis]
logic type | after synthesis
buffers and inverters | 398
AND-OR/OR-AND | 753
multiplexers | 1074
flip-flops | 1121
AND/OR/NAND/NOR | 748
[routing by layer]
metal | track usage | wire [um] | vias to the layer above
li1 | - | - | 20610
met1 | 0.5432 | 156600 | 27540
met2 | 0.5819 | 188800 | 5047
met3 | 0.3621 | 89940 | 952
met4 | 0.3515 | 50400 | 92
met5 | 0.05321 | 1277 | -
[path summary, 6_finish.rpt]
path / from / endpoint / slack, ns / depth (start not counted)
min reg2reg: out2_select[1] / register / 0.47 / 2
max reg2reg: in_select[1] / regfile[18][8] / 16.72 / 9
max: register / data_out1[9] / 12.41 / 7
min: out2_select[1] / register / 0.47 / 2
[metrics by stage]
stage / total power [uW] / util / setup WS, ns
floorplan: 2437 / - / 14.51
global placement: 2791 / 0.3812 / 12.67
detailed placement: 2790 / 0.3812 / 12.61
CTS: 4773 / 0.3987 / 12.32
global route: 4863 / 0.4007 / 12.08
finish: 4779 / 0.4017 / 12.41
[flip-flops by register name (all words and copies together) (netlist names), 5 cells and up, named ones only]
name,cells
misc_out0,8
regfile,1024
misc_out3,8
misc_out1,8
in_select,5
misc_out2,8
cpu_data_out,8
out2_select,5
out1_select,5
[critical path: stages, from the launching register on]
cell and delay, ns:
dfxtp_4 0.63, buf_4 0.67, buf_4 0.68, buf_12 0.49, mux4_2 0.57, mux4_2 0.59, mux2_2 0.32, clkdlybuf4s50_1 0.45
No activity file was given, so power comes from the tool's default toggle rates.
